==> design/flow/design.v <==
`timescale 1ns / 1ps
`timescale 1ns / 1ps
module ball(
    );
endmodule
module ball_write(X,Y,Sx,Sy,on);
    input [2:0] X;
    input [2:0] Y;
    input on;
    output reg [7:0] Sx;
    output reg [7:0] Sy;
    always @(X, Y, on)
    begin
    if (on == 0)
    begin
        Sx = 8'b00000000;
        Sy = 8'b00000000;
    end
    else
    begin
        if (X == 3'b000)
        begin
            Sx = 8'b00000001;
            if (Y == 3'b000)
            begin
                Sy = 8'b11111110;
            end
            else if (Y == 3'b001)
            begin
                Sy = 8'b11111101;
            end
            else if (Y == 3'b010)
            begin
                Sy = 8'b11111011;
            end
            else if (Y == 3'b011)
            begin
                Sy = 8'b11110111;
            end
            else if (Y == 3'b100)
            begin
                Sy = 8'b11101111;
            end
            else if (Y == 3'b101)
            begin
                Sy = 8'b11011111;
            end
            else if (Y == 3'b110)
            begin
                Sy = 8'b10111111;
            end
            else if (Y == 3'b111)
            begin
                Sy = 8'b01111111;
            end
        end
        if (X == 3'b001)
            Sx = 8'b00000010;
            if (Y == 3'b000)
            begin
                Sy = 8'b11111110;
            end
            else if (Y == 3'b001)
            begin
                Sy = 8'b11111101;
            end
            else if (Y == 3'b010)
            begin
                Sy = 8'b11111011;
            end
            else if (Y == 3'b011)
            begin
                Sy = 8'b11110111;
            end
            else if (Y == 3'b100)
            begin
                Sy = 8'b11101111;
            end
            else if (Y == 3'b101)
            begin
                Sy = 8'b11011111;
            end
            else if (Y == 3'b110)
            begin
                Sy = 8'b10111111;
            end
            else if (Y == 3'b111)
            begin
                Sy = 8'b01111111;
            end
        if (X == 3'b010)
        begin
            Sx = 8'b00000100;
            if (Y == 3'b000)
            begin
                Sy = 8'b11111110;
            end
            else if (Y == 3'b001)
            begin
                Sy = 8'b11111101;
            end
            else if (Y == 3'b010)
            begin
                Sy = 8'b11111011;
            end
            else if (Y == 3'b011)
            begin
                Sy = 8'b11110111;
            end
            else if (Y == 3'b100)
            begin
                Sy = 8'b11101111;
            end
            else if (Y == 3'b101)
            begin
                Sy = 8'b11011111;
            end
            else if (Y == 3'b110)
            begin
                Sy = 8'b10111111;
            end
            else if (Y == 3'b111)
            begin
                Sy = 8'b01111111;
            end
        end
        if (X == 3'b011)
        begin
            Sx = 8'b000001000;
            if (Y == 3'b000)
            begin
                Sy = 8'b11111110;
            end
            else if (Y == 3'b001)
            begin
                Sy = 8'b11111101;
            end
            else if (Y == 3'b010)
            begin
                Sy = 8'b11111011;
            end
            else if (Y == 3'b011)
            begin
                Sy = 8'b11110111;
            end
            else if (Y == 3'b100)
            begin
                Sy = 8'b11101111;
            end
            else if (Y == 3'b101)
            begin
                Sy = 8'b11011111;
            end
            else if (Y == 3'b110)
            begin
                Sy = 8'b10111111;
            end
            else if (Y == 3'b111)
            begin
                Sy = 8'b01111111;
            end
        end
        if (X == 3'b100)
        begin
            Sx = 8'b00010000;
            if (Y == 3'b000)
            begin
                Sy = 8'b11111110;
            end
            else if (Y == 3'b001)
            begin
                Sy = 8'b11111101;
            end
            else if (Y == 3'b010)
            begin
                Sy = 8'b11111011;
            end
            else if (Y == 3'b011)
            begin
                Sy = 8'b11110111;
            end
            else if (Y == 3'b100)
            begin
                Sy = 8'b11101111;
            end
            else if (Y == 3'b101)
            begin
                Sy = 8'b11011111;
            end
            else if (Y == 3'b110)
            begin
                Sy = 8'b10111111;
            end
            else if (Y == 3'b111)
            begin
                Sy = 8'b01111111;
            end
        end
        if (X == 3'b101)
        begin
            Sx = 8'b00100000;
            if (Y == 3'b000)
            begin
                Sy = 8'b11111110;
            end
            else if (Y == 3'b001)
            begin
                Sy = 8'b11111101;
            end
            else if (Y == 3'b010)
            begin
                Sy = 8'b11111011;
            end
            else if (Y == 3'b011)
            begin
                Sy = 8'b11110111;
            end
            else if (Y == 3'b100)
            begin
                Sy = 8'b11101111;
            end
            else if (Y == 3'b101)
            begin
                Sy = 8'b11011111;
            end
            else if (Y == 3'b110)
            begin
                Sy = 8'b10111111;
            end
            else if (Y == 3'b111)
            begin
                Sy = 8'b01111111;
            end
        end
        if (X == 3'b110)
        begin
            Sx = 8'b01000000;
            if (Y == 3'b000)
            begin
                Sy = 8'b11111110;
            end
            else if (Y == 3'b001)
            begin
                Sy = 8'b11111101;
            end
            else if (Y == 3'b010)
            begin
                Sy = 8'b11111011;
            end
            else if (Y == 3'b011)
            begin
                Sy = 8'b11110111;
            end
            else if (Y == 3'b100)
            begin
                Sy = 8'b11101111;
            end
            else if (Y == 3'b101)
            begin
                Sy = 8'b11011111;
            end
            else if (Y == 3'b110)
            begin
                Sy = 8'b10111111;
            end
            else if (Y == 3'b111)
            begin
                Sy = 8'b01111111;
            end
        end
        if (X == 3'b111)
        begin
            Sx = 8'b10000000;
            if (Y == 3'b000)
            begin
                Sy = 8'b11111110;
            end
            else if (Y == 3'b001)
            begin
                Sy = 8'b11111101;
            end
            else if (Y == 3'b010)
            begin
                Sy = 8'b11111011;
            end
            else if (Y == 3'b011)
            begin
                Sy = 8'b11110111;
            end
            else if (Y == 3'b100)
            begin
                Sy = 8'b11101111;
            end
            else if (Y == 3'b101)
            begin
                Sy = 8'b11011111;
            end
            else if (Y == 3'b110)
            begin
                Sy = 8'b10111111;
            end
            else if (Y == 3'b111)
            begin
                Sy = 8'b01111111;
            end
        end
    end
end
endmodule
`timescale 1ns / 1ps
module paddle(
    );
endmodule
module paddle_write1(pos,Sx,Sy,on);
       input [2:0] pos; 
       input on;
       output reg [7:0] Sx;
       output reg [7:0] Sy;
       always @(pos, on)
       begin
            if (on == 0)
            begin
                Sx = 8'b00000000;
                Sy = 8'b00000000;
            end
            else
            begin
                Sx = 8'b00000000;
                Sx[pos] = 1'b1;
                Sx[pos + 1] = 1'b1;
                Sx[pos + 2] = 1'b1;
                Sy = 8'b01111111;
            end
       end
endmodule
module paddle_write2(pos,Sx,Sy,on);
       input [2:0] pos; 
       input on;
       output reg [7:0] Sx;
       output reg [7:0] Sy;
       always @(pos, on)
       begin
            if (on == 0)
            begin
                Sx = 8'b00000000;
                Sy = 8'b00000000;
            end
            else
            begin
                Sx = 8'b00000000;
                Sx[pos] = 1'b1;
                Sx[pos + 1] = 1'b1;
                Sx[pos + 2] = 1'b1;
                Sy = 8'b11111110;
            end
       end
endmodule
module ping_pong(Ox,Oy,sysclk,p1b1,p1b2,p2b1,p2b2,divclk,divclk2,divclk3,DA,D1,D2,Dt1,Dt2
);
    input sysclk;
    input p1b1;
    input p1b2;
    input p2b1;
    input p2b2;
    output [7:0] Ox;
    output [7:0] Oy;
    output [6:0] DA;
    output Dt1, Dt2;
    assign Dt1 = 1'b1;
    assign Dt2 = 1'b1;
    wire [6:0] DA1;
    wire [6:0] DA2;
    output reg D1 = 1'b1;
    output reg D2 = 1'b1;
    assign DA = DA1 | DA2;
    wire [7:0] Sx;
    wire [7:0] Sy;
    wire [7:0] Px1;
    wire [7:0] Py1;
    wire [7:0] Px2;
    wire [7:0] Py2;
    wire [7:0] Px;
    wire [7:0] Py;
    wire [2:0] Wx;
    wire [2:0] Wy;
    output divclk;
    output divclk2;
    output divclk3;
    reg ball_on = 1;
    reg paddle_on1 = 0;
    reg paddle_on2 = 0;
    ball_write l1(Wx, Wy, Sx, Sy, ball_on);
    reg [2:0] dir = 3'b001;
    reg [2:0] X = 3'b100;
    reg [2:0] Y = 3'b100;
    reg [2:0] P1 = 3'b000;
    reg [2:0] P2 = 3'b000;
    integer ctr = 0;
    integer disp = 0;
    reg [3:0] sc1 = 4'b0000;
    reg [3:0] sc2 = 4'b0000;
    paddle_write1 d1(P1, Px1, Py1, paddle_on1);
    paddle_write2 d2(P2, Px2, Py2, paddle_on2);
    assign Wx = X;
    assign Wy = Y;
    assign Ox = Sx | Px1 | Px2;
    assign Oy = Sy | Py1 | Py2;
    freq_div f1(sysclk, divclk);
    freq_div2 f2(sysclk, divclk2);
    freq_div3 f3(sysclk, divclk3);
    bcd_display bd1(sc1, D1, DA1);
    bcd_display bd2(sc2, D2, DA2);
    always @(posedge divclk3)
    begin
        if (disp % 2 == 0)
        begin
            D1 = 1'b1;
            D2 = 1'b0;
        end
        if (disp % 2 == 1)
        begin
            D1 = 1'b0;
            D2 = 1'b1;
        end
        disp = disp + 1; 
    end
    always @(posedge divclk2)
    begin
        if (p1b1 == 1)
        begin
            if (P1 != 3'b000)
                P1 = P1 - 1;
        end
        if (p1b2 == 1)
        begin
            if (P1 != 3'b101)
                P1 = P1 + 1;
        end
        if (p2b1 == 1)
        begin
            if (P2 != 3'b000)
                P2 = P2 - 1;
        end
        if (p2b2 == 1)
        begin
            if (P2 != 3'b101)
                P2 = P2 + 1;
        end
    end
    always @(posedge divclk3)
    begin
        if (ctr % 3 == 0)
        begin
            ball_on = 1;
            paddle_on1 = 0;
            paddle_on2 = 0;
        end
        if (ctr % 3 == 1)
        begin
            ball_on = 0;
            paddle_on1 = 1;
            paddle_on2 = 0;
        end
        if (ctr % 3 == 2)
        begin
            ball_on = 0;
            paddle_on1 = 0;
            paddle_on2 = 1;
        end
        ctr = ctr + 1;
    end
    always @(posedge divclk)
    begin
        if (ctr % 3 == 0 )
        begin
        if (X == 3'b000)
        begin
            if (dir == 3'b011)
                dir = 3'b001;
            if (dir == 3'b100)
                dir = 3'b000;
            if (dir == 3'b101)
               dir = 3'b111;
        end
        if (X == 3'b111)
        begin
            if (dir == 3'b000)
                dir = 3'b100;
            if (dir == 3'b001)
                dir = 3'b011;
            if (dir == 3'b111)
               dir = 3'b101;       
        end
        if (Y == 3'b000 )
        begin
            if (P2 == X)
            begin
                dir = 3'b011;
            end
            else if (P2 + 1 == X)
            begin
                dir = 3'b010;
            end
            else if (P2 + 2 == X)
            begin
                dir = 3'b001;
            end
            else
            begin
                X = 3'b100;
                Y = 3'b100;
                dir = 3'b010;
                sc1 = sc1 + 1;
            end
        end
        if (Y == 3'b111)
        begin
            if (P1 == X)
            begin
                dir = 3'b101;
            end
            else if (P1 + 1 == X)
            begin
                dir = 3'b110;
            end
            else if (P1 + 2 == X)
            begin
                dir = 3'b111;
            end 
            else
            begin
                X = 3'b100;
                Y = 3'b100;
                dir = 3'b110;
                sc2 = sc2 + 1;
            end
        end
        if (dir == 3'b000)
        begin
            X = X + 1;
        end
        if (dir == 3'b001)
        begin
            X = X + 1;
            Y = Y + 1;
        end
        if (dir == 3'b010)
        begin
            Y = Y + 1;
        end
        if (dir == 3'b011)
        begin
            X = X - 1;
            Y = Y + 1;
        end
        if (dir == 3'b100)
        begin
            X = X - 1;
        end
        if (dir == 3'b101)
        begin
            X = X - 1;
            Y = Y - 1;
        end
        if (dir == 3'b110)
         begin
            Y = Y - 1;
        end
        if (dir == 3'b111)
        begin
            X = X + 1;
            Y = Y - 1;
        end
        end
    end
endmodule
module freq_div(clk, out_clk);
    input clk;
    output reg out_clk;
    reg[27:0] counter = 28'd0;
    parameter DIVISOR = 28'd7000000;
    always @(posedge clk)
    begin
        counter <= counter + 1;
        if (counter >= (DIVISOR-1))
            counter <= 28'd0;
        out_clk <= (counter < DIVISOR/2) ? 1'b1 : 1'b0; 
    end
endmodule
module freq_div2(clk, out_clk);
    input clk;
    output reg out_clk;
    reg[27:0] counter = 28'd0;
    parameter DIVISOR = 28'd10000000;
    always @(posedge clk)
    begin
        counter <= counter + 1;
        if (counter >= (DIVISOR-1))
            counter <= 28'd0;
        out_clk <= (counter < DIVISOR/2) ? 1'b1 : 1'b0; 
    end
endmodule
module freq_div3(clk, out_clk);
    input clk;
    output reg out_clk;
    reg[27:0] counter = 28'd0;
    parameter DIVISOR = 28'd2000000;
    always @(posedge clk)
    begin
        counter <= counter + 1;
        if (counter >= (DIVISOR-1))
            counter <= 28'd0;
        out_clk <= (counter < DIVISOR/2) ? 1'b1 : 1'b0; 
    end
endmodule
module bcd_display(
    input [3:0] sc1,
    input D1,
    output reg [6:0] DA1
);
    always @(D1)
    begin
        if (D1 == 1'b0)
            DA1 = 7'b0000000;
        else
        begin
            case (sc1)
                4'b0000: DA1 <= 7'b1000000;  
                4'b0001: DA1 <= 7'b1111001;  
                4'b0010: DA1 <= 7'b0100100;  
                4'b0011: DA1 <= 7'b0110000;  
                4'b0100: DA1 <= 7'b0011001;  
                4'b0101: DA1 <= 7'b0010010;  
                4'b0110: DA1 <= 7'b0000010;  
                4'b0111: DA1 <= 7'b1111000;  
                4'b1000: DA1 <= 7'b0000000;  
                4'b1001: DA1 <= 7'b0010000;  
                default : DA1 <= 7'b0000000;
           endcase
        end
    end
endmodule
==> design/flow/run.sh <==
#!/bin/bash
# OpenROAD 26Q1-2900-gdf79404cd8, Yosys 0.63+post, stock flow scripts
make -C /OpenROAD-flow-scripts/flow DESIGN_CONFIG=/design/flow/config.mk WORK_HOME=/design/flow/orfs finish
==> design/flow/config.mk <==
export PLATFORM = sky130hd
export DESIGN_NAME = ping_pong
export DESIGN_NICKNAME = ping_pong
export VERILOG_FILES = /design/flow/design.v
export SDC_FILE = /design/flow/constraint.sdc
export NUM_CORES = 4
export LEC_CHECK = 1
export CORE_UTILIZATION = 40
==> design/flow/constraint.sdc <==
current_design ping_pong

set clk_period 4.6
set clk_io_pct 0.2

create_clock -name clk0 -period $clk_period [get_ports {sysclk}]

set non_clock_inputs [all_inputs -no_clocks]
set_input_delay [expr $clk_period * $clk_io_pct] -clock clk0 $non_clock_inputs
set_output_delay [expr $clk_period * $clk_io_pct] -clock clk0 [all_outputs]
==> flow_summary.ini <==
; synthesis and place-and-route metrics
[status]
status = finished clean

[place]
post-dp-hpwl_um = 20200
io_buffers = 32
dp.cells = 2083
place.gp.congestion = 0.875

[clock_network]
cts.clk_slew.worst_paths_ns = 0.06
post_cts_resized = 0
cts-root-buf = clkbuf_16
cts_max_level = 3
cts_setup_buffers = 0
max-clock-path-buffers = 2
cts_tree = done
clk_latency_ns = 0.33
holdBufCountCts = 0
cts_made_buffers = 9

[floorplanning]
io_pins = 35
dieArea_um2 = 34200
fp.dieW_um = 185
fp_util_pct = 40.9
die_y_um = 185
rows = 66
coreArea_um2 = 32700

[flow_run]
warning_count = 56
cap_violations = 0

[drt]
num_vias = 11100
post_drt_wl_per_cell_um = 12.7
routed-wl-met2_um = 11500
wl_met3_um = 811
viasPerCell = 5.30
drt_iter0_drc = 769
routed_wl_um = 26700
met1Wirelength_um = 14300
ant_nets = 0
drtPass1Iterations = 6
highest_layer = met4
antenna_cells = 0
drcViolationCount = 0

[synthesis]
yosys.area.top_type = dfxtp_1
syn_area_um2 = 13400
synth-seq-cells = 195
edf_count = 17
syn_area_per_cell_um2 = 8.14
async_flop_share_pct = 0
area_leaders = dfxtp_1, xnor2_1, ha_1
ff_type = dfxtp_1
synth_top_area_share_pct = 24.3
yosys.stat.chipArea_um2 = 13400
yosysCellCount = 1642
ys.warnings.count = 24
yosysUniqueCellTypes = 109
synthCells = 1642

[pwr]
p_switching_uw = 327
p_int_uw = 1300
p_leak_uw = 0.00525
pwr-share-clk_pct = 47.7
ir_worst_vdd_v = 0.000191
power.share.combinational_pct = 4.2
power_frac_seq_pct = 48.2
power_uw = 1630
powerDensity_nw_per_um2 = 113
swShare_pct = 20.1

[global_route]
grt_pass1_vias = 9811
antenna_found_initial = 0
overflow = 0
grt_usage_pct = 16.2
grt_pass1_wl_um = 46000
grt_max_degree = 71

[final_layout]
drive_gt1_share_pct = 5.19
areaGrowthSynthToFinish_pct = 7.96
n_fill_cell = 3193
layout.cells.non_filler = 2099
final_util_pct = 44.1
final-comb-area_um2 = 8920
regArea_um2 = 4000

[critical_path]
crit_type = reg -> reg
start_kind = flip-flop
crit_required_ns = 4.85
cp.arrival_ns = 3.28
cp-end-kind = flip-flop
worstPathMaxFanout = 23

[sta]
fin_hold_ws_ns = 0.426
fmax_ghz = 0.331
unclocked_regs = 108
relSlewSlack_pct = 40.4
tightest_slew_ns = 0.892
tns_ns = 0
period_used_pct = 65.7
rsz0062_at_grt = no
unconstrained_endpoints = 150
final_hold_viol_count = 0
period_minus_slack_ns = 3.02
slew_viol_final = 0
setup_viol = 0
fin_worst_skew_ns = 0.00668

[worst_hold_path]
hold_path_class = reg -> reg
## cell usage after synthesis (all sizes together) (14+ instances only)
cell type  number
nor2          203
nor3           58
and3           34
nor4           25
dfxtp         162
nand2         150
xnor2         134
clkbuf         59
nor2b          16
o21ai          65
a21oi          51
and2           17
or3            22
o31ai          15
inv            67
xor2           77
nand4          27
nand3          76
nand2b         16
dlxtn          16
buf            14
mux2i          22
ha             66
a222oi         14
mux2           15
edfxtp         17
## sequential cells by signal, indices dropped and copies added (netlist names), 3 cells and up
name	count
sc2	4
l1.Sy	8
disp	32
f3.counter	28
dir	3
f1.counter	28
f2.counter	28
P1	3
X	3
P2	3
l1.Sx	8
sc1	4
Y	3
ctr	32
## power by group through the flow
stage / registers (µW) / logic [µW] / clock network (µW)
CTS: 783 / 68.3 / 794
global route: 784 / 78.2 / 838
finish: 783 / 67.6 / 775
## critical path, stage by stage (launching register included)
cell,delay [ns]
dfxtp_1,0.33
ha_1,0.24
nand2_1,0.08
nor2_1,0.05
and2_1,0.21
o311a_1,0.29
o21ai_0,0.15
nand2_1,0.06
a2111oi_0,0.43
nor2_1,0.08
o31ai_1,0.26
nand2_1,0.51
nor2_1,0.25
## final cells by class
cell class                 count  area share (%)
timing repair buffer          40            2.64
multi-input combinational   1337            61.8
sequential                   195            27.7
clock buffer                  12            1.71
clock inverter                 4           0.537
tap                          442            3.83
inverter                      69            1.79
## cells in the final DEF, fill, tap and decap left out, drive strengths merged, types with 11 or more instances in the layout
cell,instances
a21oi,51
a222oi,14
and2,17
and3,34
clkbuf,12
clkdlybuf4s50,32
conb,34
dfxtp,162
dlxtn,16
edfxtp,17
ha,66
inv,68
mux2,15
mux2i,22
nand2,150
nand2b,16
nand3,76
nand4,27
nor2,203
nor2b,16
nor3,58
nor4,25
o21ai,65
o22ai,11
o31ai,15
or2,11
or3,22
or4,11
xnor2,134
xor2,77
## metrics by stage
stage          cell area, µm²  worst slack (ns)
5_1_grt                 14400              1.13
3_5_place_dp            14100              1.59
6_report                14400              1.58
4_1_cts                 14400              1.54
2_1_floorplan           13500              2.11
3_3_place_gp            14100              1.67
## kinds of logic (layout without fill, tap and decap cells)
logic type | count (synthesis) | count (layout) | synth area share, %
buffers and inverters | 142 | 125 | 4.29
multiplexers | 37 | 37 | 2.94
XOR/XNOR | 211 | 211 | 14.0
AND-OR/OR-AND | 303 | 303 | 17.2
flip-flops | 179 | 179 | 28.1
AND/OR/NAND/NOR | 686 | 686 | 25.5
latches | 16 | 16 | 1.80
adder cells (fa/ha/maj) | 66 | 66 | 6.18
other | 2 | 34 | 0.0562
## layer usage
layer / up-vias / track usage, %
li1: 5878 / -
met1: 5065 / 26.4
met2: 161 / 24.7
met3: 11 / 1.26
met4: 0 / 1.02
met5: - / 0
## worst paths after layout
check,start,endpoint,slack [ns],cells past startpoint
worst max-delay path,f2.counter[0]$_SDFF_PP0_,f2.counter[12]$_SDFF_PP0_,1.58,12
worst min-delay path,f1.counter[25]$_SDFF_PP0_,f1.out_clk$_DFF_P_,0.43,1
worst max register to register,f2.counter[0]$_SDFF_PP0_,f2.counter[12]$_SDFF_PP0_,1.58,12
worst min register to register,f1.counter[25]$_SDFF_PP0_,f1.out_clk$_DFF_P_,0.43,1
Power is estimated from default activity; no workload was simulated.
